==> ./design.v <==
module addsub_8bit (
    input  logic [7:0] A,        
    input  logic [7:0] B,        
    input  logic       Sel,     
    output logic [7:0] Y,        
    output logic       Cout      
);
    logic [7:0] B_mux;           
    logic       Cin;             
    assign B_mux = Sel ? ~B : B;         
    assign Cin   = Sel;                  
    prefix_adder_8bit adder (
        .A(A),               
        .B(B_mux),           
        .Cin(Cin),           
        .Sum(Y),             
        .Cout(Cout)          
    );
endmodule
module alu_top_8bit (
    input  logic [7:0] A, B,         
    input  logic [2:0] sel,          
    output logic [7:0] Y,            
    output logic       Cout          
);
    logic [7:0] sum_out, and_out, or_out, shl_out, shr_out;
    logic       cout_sum;
    addsub_8bit u_addsub (
        .A    (A),           
        .B    (B),           
        .Sel  (sel[0]),      
        .Y    (sum_out),     
        .Cout (cout_sum)     
    );
    and_8bit u_and (
        .A (A),              
        .B (B),
        .Y (and_out)         
    );
    or_8bit u_or (
        .A (A),              
        .B (B),
        .Y (or_out)          
    );
    shift_left_8bit u_shl (
        .A     (A),
        .Shamt (B[2:0]),   
        .Y     (shl_out)
    );
    shift_right_arithmetic_8bit u_shr (
        .A     (A),          
        .Shamt (B[2:0]),     
        .Y     (shr_out)     
    );
    always_comb begin
        case (sel)
            3'b000, 3'b001: begin        
                Y    = sum_out;
                Cout = cout_sum;
            end
            3'b010: begin                
                Y    = and_out;
                Cout = 0;
            end
            3'b011: begin                
                Y    = or_out;
                Cout = 0;
            end
            3'b100: begin                
                Y    = shl_out;
                Cout = 0;
            end
            3'b101: begin                
                Y    = shr_out;
                Cout = 0;
            end
            default: begin
                Y    = 8'b0;             
                Cout = 0;
            end
        endcase
    end
endmodule
module and_8bit (
    input  logic [7:0] A,
    input  logic [7:0] B,
    output logic [7:0] Y
);
    assign Y = A & B;
endmodule
module or_8bit (
    input  logic [7:0] A,
    input  logic [7:0] B,
    output logic [7:0] Y
);
    assign Y = A | B;
endmodule
module prefix_adder_8bit (
    input  logic [7:0] A,     
    input  logic [7:0] B,     
    input  logic       Cin,   
    output logic [7:0] Sum,   
    output logic       Cout   
);
    logic [7:0] G, P;        
    logic [8:0] C;           
    assign G = A & B;        
    assign P = A ^ B;        
    assign C[0] = Cin;       
    genvar i;
    generate         
        for (i = 0; i < 8; i++) begin
            assign C[i+1] = G[i] | (P[i] & C[i]);
        end
    endgenerate
    assign Sum = P ^ C[7:0];         
    assign Cout = C[8];              
endmodule
module shift_left_8bit (
    input  logic [7:0] A,
    input  logic [2:0] Shamt,   
    output logic [7:0] Y
);
    always_comb begin
        Y = A << Shamt;
    end
endmodule
module shift_right_arithmetic_8bit (
    input  logic [7:0] A,
    input  logic [2:0] Shamt,
    output logic [7:0] Y
);
    assign Y = $signed(A) >>> Shamt;
endmodule
==> ./run.sh <==
#!/bin/bash
# OpenROAD 26Q1-2900-gdf79404cd8, Yosys 0.63+post, stock flow scripts
make -C /OpenROAD-flow-scripts/flow DESIGN_CONFIG=/design/flow/config.mk WORK_HOME=/design/flow/orfs finish
==> ./config.mk <==
export PLATFORM = sky130hd
export DESIGN_NAME = alu_top_8bit
export DESIGN_NICKNAME = alu_top_8bit
export VERILOG_FILES = /design/flow/design.v
export SDC_FILE = /design/flow/constraint.sdc
export NUM_CORES = 4
export LEC_CHECK = 1
export CORE_AREA = 10 10 93 93
export DIE_AREA = 0 0 103 103
==> ./constraint.sdc <==
current_design alu_top_8bit

set clk_period 6.6
set clk_io_pct 0.2

create_clock -name clk0 -period $clk_period

set non_clock_inputs [all_inputs -no_clocks]
set_input_delay [expr $clk_period * $clk_io_pct] -clock clk0 $non_clock_inputs
set_output_delay [expr $clk_period * $clk_io_pct] -clock clk0 [all_outputs]
==> run notes <==
Implementation results. In the final timing run, aggregate negative setup slack is 0 ns. Per the post-synthesis stats, the area per cell is 7.815 µm². Number of optimization iterations in the first detailed-route pass landed at 4. Post-route minimum period landed at 6.415 ns. The main area contributors are sky130_fd_sc_hd__fa_1 (13%), sky130_fd_sc_hd__mux4_2 (10%), sky130_fd_sc_hd__mux2i_1 (6.5%), sky130_fd_sc_hd__nand2b_1 (6.4%), sky130_fd_sc_hd__o211ai_1 (4.9%). The run finished with clean final reports. Post-layout period usage of the worst path landed at 97.20%. Layout-stage area growth over the synthesis result landed at 35.38%. Die area landed at 0.01061 mm².

The placement report lists the number of port buffers as 28. The number of different library cells used by synthesis comes to 38. Total leakage power landed at 0.5333 nW. The synthesized design spends more area on one cell type than any other, namely sky130_fd_sc_hd__fa_1. Total number of vias landed at 1092. After detailed routing, the number of remaining DRC violations is 0. Slew at the pin with the worst max-slew slack landed at 0.7329 ns. The report lists the number of standard-cell rows as 30.

The timing report shows the most common cell along the critical path to be sky130_fd_sc_hd__fa_2. Final hold slack landed at 3.668 ns. In the finished layout, the clock tree contains a buffer count of 0. In the power breakdown, the internal column shows 0.05649 mW. According to the dpl log, the detail-placed design has an HPWL of 2.645 mm. The layout report lists the combined flip-flop and latch area as 0 µm². Peak per-stage delay on the critical path landed at 0.48 ns. Buffers added to address setup during post-CTS repair amount to 0. Final number of setup-violating endpoints landed at 0. Yosys reports that the most numerous cell types are sky130_fd_sc_hd__nand2b_1 (11), sky130_fd_sc_hd__nand2_1 (10), sky130_fd_sc_hd__a21oi_1 (9). The worst setup path is captured at an output pin. Routed wire length per instance landed at 14.39 µm. The largest individual stage delay along the critical path comes from the cell sky130_fd_sc_hd__fa_1. Measured along the y axis, the die boundary spans 103 µm. Checking hold timing, the worst path is listed with class primary input to output pin. Listed in order, past its start point the critical path passes clkdlybuf4s50_1 > mux2_2 > fa_2 > fa_1 > inv_1 > fa_1 > inv_1 > fa_2 > fa_2 > fa_2 > fa_1 > nand2b_1 > a21oi_1 > a21oi_1 > o21ai_1 > dlygate4sd2_1.

For this run, the number of Yosys warnings is 2. Wire length of the first global-routing pass landed at 5.582 mm. Power density relative to cell area landed at 72.49 mW/mm². Setup repair after global routing left no endpoint under its margin.

The floorplan step set the die width to 103 µm. The post-route netlist has 14.29% of its cells at a drive strength greater than 1. Antenna repair during routing inserted a diode count of 0. Non-filler instance count after layout landed at 241.

The setup path with the least slack is of type primary input to output pin. STA classifies the critical path startpoint as a primary input. The first routing iteration left 102 violations. Per the final report, max-transition violations number 0. Number of global-route vias before repair landed at 1082.

Once the floorplan was initialized, standard cells occupied 15.96% of the core. After global routing the overflow that remains totals 0. Number of hold-slack violations in the final timing report landed at 0. Per the layout report, the design carries 735 filler cells. Detailed-route vias per instance landed at 4.531.

Post-synthesis instance area landed at 0.001079 mm². Power share of the sequential group landed at 0%. In the finished design the tool counted flip-flops and latches totalling 0. Grouping stages by cell kind, the critical path spends the most delay in adder cells.

Sorting the synthesis cell report by count puts at the top sky130_fd_sc_hd__nand2b_1. Power share of the clock group landed at 0%. Net switching is 46.63% of the power. Summing internal, switching and leakage power gives 0.1059 mW. The final layout contains routed wiring with a total length of 3.469 mm. Buffer and inverter count on the worst path landed at 4. The critical path ends at Y[7]. VDD sags by at most 25.72 µV. Entering global routing, the biggest net connects 23 pins.

The most critical setup path has its startpoint at A[0]. Placer congestion estimate landed at 0.9034. Headroom to the max-slew limit landed at 50.99%. Max-capacitance violation count landed at 0. Summing the sequential cell areas from Yosys gives 0% of the chip area. In this build the clock could be raised as far as 155.9 MHz.

The count of nets left with antenna violations once routing finished came out at 0. Placed instance count landed at 241. Post-synth area from yosys stat landed at 0.001079 mm². Worst path arrival time landed at 5.10 ns.

Yosys stat counts 138 cells in the synthesized netlist. Data on the critical path is required at its endpoint by 5.28 ns. Share of the synthesized area in the top cell type landed at 12.99%. Number of top-level design ports landed at 28.

The synthesized instance count is 138. The share of total power dissipated in combinational logic is 100.0%. Cell depth of the worst setup path landed at 16.

Switching power total landed at 0.04936 mW. The initial antenna violation count came to 0. Largest fanout on the critical path landed at 2.

After floorplanning, the core was sized to cover 0.006756 mm². The tool warning count for the run is 34. Summed over all routing layers, the global router reports a total usage of 6.552%.
==> worst min-delay path, cell delays in order <==
cell,delay (ns)
sky130_fd_sc_hd__clkdlybuf4s50_1,0.45
sky130_fd_sc_hd__nand2_1,0.08
sky130_fd_sc_hd__a21oi_1,0.06
sky130_fd_sc_hd__a21oi_1,0.13
sky130_fd_sc_hd__o21ai_1,0.07
sky130_fd_sc_hd__dlygate4sd2_1,0.24
==> routing by layer <==
layer  vias to the layer above  GRT usage [%]  share of wire (%)
met5                         -              0                  0
met4                         0         0.4278                  0
met3                         0          1.354                5.6
met2                        38          9.995                 45
met1                       503          9.718                 49
li1                        551              -                  -
==> stage by stage <==
step | instance area (µm²) | utilization (%) | setup slack, ns
after global placement | 1454 | 21.52 | -0.4237
after floorplan | 1079 | - | 0.4638
after global routing | 1460 | 21.61 | 0.001940
after detailed placement | 1454 | 21.52 | -0.4677
after CTS | 1460 | 21.61 | 0.1084
final | 1460 | 21.61 | 0.1846
==> kinds of logic (layout without fill, tap and decap cells) <==
logic type	after synthesis	in the layout	synth area share, %
AOI/OAI and AO/OA	37	37	22.27
and+or+nand+nor	47	47	23.32
adders and majority gates	11	11	17.40
muxes	18	18	23.55
buffers and inverters	18	41	7.774
xor gates and xnor gates	7	7	5.685
==> power groups by stage <==
stage                 clock network, mW  registers (mW)  logic, mW
final                                 0               0      0.106
after global routing                  0               0      0.119
after CTS                             0               0      0.107
==> area by class of cell <==
class,count,area [µm²],area share (%)
Tap cell,80,100.1,6.855
Timing Repair Buffer,36,336.6,23.05
Multi-Input combinational cell,120,1005,68.81
Inverter,5,18.77,1.285
==> layout by cell type, fill, tap and decap left out, types with 2 or more instances in the layout <==
cell type | Yosys | layout
sky130_fd_sc_hd__dlygate4sd2_1 | 0 | 3
sky130_fd_sc_hd__mux2_2 | 3 | 3
sky130_fd_sc_hd__nand3_1 | 8 | 8
sky130_fd_sc_hd__a311oi_1 | 3 | 3
sky130_fd_sc_hd__a31oi_1 | 2 | 2
sky130_fd_sc_hd__nor3b_1 | 2 | 2
sky130_fd_sc_hd__nand2_1 | 10 | 10
sky130_fd_sc_hd__clkdlybuf4s50_1 | 0 | 25
sky130_fd_sc_hd__xor2_1 | 6 | 6
sky130_fd_sc_hd__fa_1 | 7 | 3
sky130_fd_sc_hd__a21oi_1 | 9 | 9
sky130_fd_sc_hd__nand3b_1 | 3 | 3
sky130_fd_sc_hd__fa_2 | 0 | 4
sky130_fd_sc_hd__o211ai_1 | 7 | 7
sky130_fd_sc_hd__inv_1 | 5 | 5
sky130_fd_sc_hd__nand2b_1 | 11 | 11
sky130_fd_sc_hd__mux2i_1 | 7 | 7
sky130_fd_sc_hd__a211o_1 | 2 | 2
sky130_fd_sc_hd__mux4_2 | 5 | 5
sky130_fd_sc_hd__nor2_1 | 8 | 8
sky130_fd_sc_hd__mux2_1 | 2 | 2
sky130_fd_sc_hd__o21ai_0 | 8 | 8
sky130_fd_sc_hd__ha_1 | 3 | 3
sky130_fd_sc_hd__buf_4 | 1 | 8
==> worst min path at each step <==
stage / slack, ns / startpoint / to / cells after the start
finish: 3.67 / B[7] / Y[7] / 6
global route: 3.73 / B[7] / Y[7] / 6
CTS: 3.69 / B[7] / Y[7] / 6
==> what timing repair did <==
action	in CTS	in global routing
gates resized	7	0
endpoints found under the hold margin	0	0
pin swaps	1	1
hold buffers	0	0
setup endpoints to repair	3	1
Power and IR drop assume default switching activity.
