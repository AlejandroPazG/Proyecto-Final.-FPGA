$ cat flow/config.mk
export PLATFORM = sky130hd
export DESIGN_NAME = top
export DESIGN_NICKNAME = top
export VERILOG_FILES = /design/flow/design.v
export SDC_FILE = /design/flow/constraint.sdc
export NUM_CORES = 4
export LEC_CHECK = 1
export CORE_UTILIZATION = 40
$ cat flow/constraint.sdc
current_design top

set clk_period 5.3
set clk_io_pct 0.2

create_clock -name clk0 -period $clk_period [get_ports {clk}]

set non_clock_inputs [all_inputs -no_clocks]
set_input_delay [expr $clk_period * $clk_io_pct] -clock clk0 $non_clock_inputs
set_output_delay [expr $clk_period * $clk_io_pct] -clock clk0 [all_outputs]
$ cat flow/design.v
module fsm_mealy_sealer (
    input  logic clk, rst,                 
    input  logic lleno_flag,              
    input  logic productook,              
    output logic sellando,                
    output logic LED,                     
    output logic [2:0] state_indicator    
);
    typedef enum logic [2:0] {
        IDLE,            
        CHECK_BOTTLE,    
        FILLING,         
        SEALING,         
        DONE             
    } state_t;
    state_t state, next_state;
    always_ff @(posedge clk or posedge rst) begin
        if (rst)
            state <= IDLE;            
        else
            state <= next_state;      
    end
    always_comb begin
        next_state = state;           
        case (state)
            IDLE:          next_state = (lleno_flag) ? CHECK_BOTTLE : IDLE;        
            CHECK_BOTTLE:  next_state = (productook) ? FILLING : CHECK_BOTTLE;     
            FILLING:       next_state = (productook) ? SEALING : FILLING;          
            SEALING:       next_state = DONE;                                      
            DONE:          next_state = IDLE;                                      
            default:       next_state = IDLE;                                      
        endcase
    end
    always_comb begin
        sellando = (state == FILLING && productook);   
        LED      = (state == SEALING);                 
    end
    assign state_indicator = state;
endmodule
module fsm_moore_filler (
    input  logic clk, rst, startfill,         
    output logic lleno_flag,                  
    output logic llenando,                    
    output logic [2:0] state_indicator        
);
    typedef enum logic [2:0] {
        IDLE,           
        CHECK_SENSOR,   
        FILLING,        
        SEALING,        
        DONE            
    } state_t;
    state_t state, next_state;
    always_ff @(posedge clk or posedge rst) begin
        if (rst)
            state <= IDLE;            
        else
            state <= next_state;      
    end
    always_comb begin
        next_state = state;           
        case (state)
            IDLE:          next_state = (startfill) ? CHECK_SENSOR : IDLE;   
            CHECK_SENSOR:  next_state = FILLING;                             
            FILLING:       next_state = SEALING;                             
            SEALING:       next_state = DONE;                                
            DONE:          next_state = IDLE;                                
            default:       next_state = IDLE;                                
        endcase
    end
    always_comb begin
        lleno_flag = (state == DONE);       
        llenando   = (state == FILLING);    
    end
    assign state_indicator = state;
endmodule
module fsm_top (
    input  logic clk,            
    input  logic rst,            
    input  logic startfill,      
    input  logic productook,     
    output logic llenando,       
    output logic sellando,       
    output logic LED,            
    output logic [2:0] state_filler,    
    output logic [2:0] state_sealer     
);
    logic lleno_flag;
    fsm_moore_filler u_filler (
        .clk(clk),                       
        .rst(rst),                       
        .startfill(startfill),          
        .lleno_flag(lleno_flag),        
        .llenando(llenando),            
        .state_indicator(state_filler)  
    );
    fsm_mealy_sealer u_sealer (
        .clk(clk),                       
        .rst(rst),                       
        .lleno_flag(lleno_flag),        
        .productook(productook),        
        .sellando(sellando),            
        .LED(LED),                       
        .state_indicator(state_sealer)  
    );
endmodule
`timescale 1ns / 1ps   
module prescaler_clk (
    input  logic clk_in,     
    input  logic reset,      
    output logic clk_out     
);
    parameter integer MAX_COUNT = 50_000_000 - 1;
    logic [25:0] counter = 0;
    logic clk_reg = 0;
    always_ff @(posedge clk_in or posedge reset) begin
        if (reset) begin
            counter  <= 0;         
            clk_reg  <= 0;         
        end else begin
            if (counter == MAX_COUNT) begin
                counter <= 0;            
                clk_reg <= ~clk_reg;    
            end else begin
                counter <= counter + 1;  
            end
        end
    end
    assign clk_out = clk_reg;
endmodule
module top (
    input  logic clk,               
    input  logic rst,               
    input  logic startfill,         
    input  logic productook,        
    output logic llenando,          
    output logic sellando,          
    output logic LED,               
    output logic [2:0] state_filler,  
    output logic [2:0] state_sealer   
);
    logic clk_1hz;
    prescaler_clk u_prescaler (
        .clk_in(clk),      
        .reset(rst),       
        .clk_out(clk_1hz)  
    );
    fsm_top u_fsm_top (
        .clk(clk_1hz),                 
        .rst(rst),                     
        .startfill(startfill),        
        .productook(productook),      
        .llenando(llenando),          
        .sellando(sellando),          
        .LED(LED),                     
        .state_filler(state_filler),  
        .state_sealer(state_sealer)   
    );
endmodule
$ cat flow/run.sh
#!/bin/bash
# OpenROAD 26Q1-2900-gdf79404cd8, Yosys 0.63+post, stock flow scripts
make -C /OpenROAD-flow-scripts/flow DESIGN_CONFIG=/design/flow/config.mk WORK_HOME=/design/flow/orfs finish
==> job_summary.md <==
### Flow metrics

| Metric | Value |
|---|---|
| Status | finished, final reports clean |
| Crit-path most repeated cell | clkdlybuf4s50_1 |
| Routability Congestion | 0.835 |
| Grt ovf | 0 |
| Most used DFF post-synth | dfrtp_1 |
| Finished Cell Area | ~1800 µm² |
| Synth Instances | 162 |
| Number of global-route vias before repair | roughly 1100 |
| Fin. Hold Viols | 0 |
| Yosys Instances | 162 |
| Die height | 65.7 µm |
| Lkg Pwr | 0.774 nW |
| Yosys cell types | 33 |
| Post-DP HPWL | between 1500 and 2000 µm |
| Deepest clock path buffer count | 2 |
| Resize count post-CTS | 0 |
| Post-DP Area | 1780 µm² |
| CP Data Arrival Time | 2.28 ns |
| Final number of setup-violating endpoints | 0 |
| GR met3 Demand/Resource | around 1.4% |
| Cells along the critical path | clkdlybuf4s50_1, nor4bb_1, clkdlybuf4s50_1 |
| Design Power | 0.000326 W |
| Crit end category | primary output |
| Endpoints left unconstrained | 14 |
| Final-layout fill cell count | 331 |
| Biggest regs | u_prescaler.counter (26), u_fsm_top.u_filler.state (3), u_fsm_top.u_sealer.state (3) |
| Post-layout util | 48.4% |
| Post-Route Skew | 0.00197 ns |
| Post-synth EDFFs | 0 |
| CP required | 4.24 ns |
| Biggest register | u_prescaler.counter |
| Setup Buffers After CTS | 0 |
| Normalized max-slew margin | 41.8% |
| Htree depth | 1 |
| Top cells by area | dfrtp_1 51%, xnor2_1 5.4%, or4_1 3.2% |
| Post-Route WL | about 2800 µm |
| Area leader share | 50.9% |
| Num CTS Buffers | 3 |
| Delay-heaviest family, CP | buffers and inverters |
| GR Util met2 | 24.4% |
| Core Rows | 22 |
| Syn-to-layout area delta | 12.4% |
| Antenna cells | 0 |
| Pin slew with the least headroom to its limit | 0.867 ns |
| Avg Inst Size Synth | 10.0 µm² |
| Buffers and inverters on the worst path | 2 |
| DRT iter0 DRCs | 41 |
| Port buffer count | 12 |
| Tool warnings | 25 |
| Tot GR Track Use | 15.5% |
| Min-Delay Path Class | flip-flop to flip-flop |
| Max-cap violation count | 0 |
| Reg area | 826 µm² |
| Fp util | 43.0% |
| Yosys chip area | 1620 µm² |
| Clk root buf | clkbuf_8 |
| Comb gate area | 736 µm² |
| Worst-skew pair later-pin latency | 0.27 ns |
| Crit-path max cell delay | 0.51 ns |
| Asr flop ratio synth | 100% |
| Drt wl/cell | 12.7 µm |
| Antenna violations before repair | 0 |
| PnR worst setup slack | 1.96 ns |
| First-pass GRT wire length | 5060 µm |
| Yosys warnings | 3 |
| Drt via density | 5.40 |
| Die Size | 4320 µm² |
| Drt pass-1 iters | 4 |
| Register pins left without a clock | 6 |
| Chip width | about 66 µm |
| Flop and latch count out of synthesis | 33 |
| Clock slew at reported path FFs | ~0.080 ns |
| DR vias | 1193 |
| Max reg flops | 26 |
| Synth area leader | dfrtp_1 |
| Pwr dens | 179 nW/µm² |
| # IOs | 13 |
| Share of cells above drive strength 1 | 5.20% |
| Setup TNS | 0 ns |
| Busiest layer in global routing | met1 |
| CTS Hold Bufs | 0 |
| Place WS | 1.95 ns |
| Crit-path slowest cell | clkdlybuf4s50_1 |
| Mapped cell area | 1620 µm² |
| Fmax | 299 MHz |
| Largest net degree at the start of global routing | 34 |
| RSZ-0062 raised after global routing | no |
| Max Slew Vio Count | 0 |
| TritonCTS clock tree | built |
| Period utilization | 63.1% |
| Met1 usage | 24.6% |
| Core region area | 3770 µm² |
| Critical path peak fanout | 4 |
| Crit path kind | primary input to primary output |
| Final critical-path required period | 3.34 ns |
| Seq/Total Area, Yosys | 50.9% |
| Peak VDD IR | 0.108 mV |
| Startpoint Class | primary input |
| Post-route ant nets | 0 |
| DRC Markers | 0 |
==> routing by layer <==
layer,wire length [µm],part of all wire [%],vias to the layer above
met5,0,0,-
met4,48,1.7,0
met3,80,2.9,5
met2,1260,45,24
met1,1420,51,560
li1,-,-,604
==> metrics by stage <==
step           instances  hold WS, ns
3_5_place_dp         217        0.484
5_1_grt              221        0.523
4_1_cts              221        0.497
3_3_place_gp         217        0.481
2_1_floorplan        162        0.450
6_report             221        0.489
==> final cells by class <==
class	count	area share, %
Inverter	8	1.65
Tap cell	48	3.29
Timing Repair Buffer	13	7.00
Multi-Input combinational cell	115	40.3
Clock buffer	4	2.47
Sequential cell	33	45.3
==> cells by family (layout without fill, tap and decap cells) <==
family | Yosys count | count (layout) | share of synthesized area, %
AOI/OAI and AO/OA | 25 | 25 | 9.10
xor gates and xnor gates | 16 | 16 | 8.64
adders and majority gates | 1 | 1 | 0.771
buffers and inverters | 14 | 25 | 3.78
DFF | 33 | 33 | 50.9
and+or+nand+nor | 73 | 73 | 26.8
==> where the power goes <==
group | total [W] | internal (W) | switching (W)
sequential | 0.000206 | 0.000206 | 0
clock | 0.000112 | 0.0000537 | 0.0000586
combinational | 0.00000828 | 0.00000291 | 0.00000537
==> cell usage after synthesis, types with 2 or more instances <==
cell,n
dfrtp_1,33
nor2_1,12
a21oi_1,10
nand2_1,10
xnor2_1,10
nand3_1,9
inv_1,8
o21ai_0,7
or3_1,7
or4_1,7
xor2_1,6
and3_1,5
nand4_1,5
clkbuf_1,4
nor3_1,4
nor3b_1,4
o31ai_1,3
nor4_1,2
o22a_1,2
==> cells in the final DEF (no fill, tap or decap), drive strengths merged, types with 5 or more instances in the layout <==
cell	instances
a21oi	10
and3	5
clkdlybuf4s50	12
dfrtp	33
inv	8
nand2	10
nand3	9
nand4	5
nor2	12
o21ai	7
or3	8
or4	7
xnor2	10
xor2	6
==> final timing paths <==
path | from | to | slack (ns) | cells after the start
worst max-delay path | productook | sellando | 1.96 | 3
worst min-delay path | u_prescaler.counter[0] | u_prescaler.counter[0] | 0.49 | 1
worst max register to register | u_prescaler.counter[9] | u_prescaler.counter[1] | 2.85 | 4
worst min register to register | u_prescaler.counter[0] | u_prescaler.counter[0] | 0.49 | 1
max in group asynchronous | rst | u_prescaler.counter[6] | 3.83 | 3
min in group asynchronous | rst | u_prescaler.counter[21] | 1.18 | 3
No activity file was given, so power comes from the tool's default toggle rates.
